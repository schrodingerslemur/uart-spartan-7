==> flow/design.v <==
module EightSevenSegmentDisplays
  (input  logic [3:0] HEX7, HEX6, HEX5, HEX4, HEX3, HEX2, HEX1, HEX0,
   input  logic       CLOCK_100, reset,
   input  logic [7:0] dec_points,
   input  logic [7:0] blank,
   output logic [3:0] D2_AN, D1_AN,
   output logic [7:0] D2_SEG, D1_SEG);
  logic [7:0] segments7, segments6, segments5, segments4,
              segments3, segments2, segments1, segments0;
   SevenSegmentDisplay ssd(.num7(HEX7),
                           .num6(HEX6),
                           .num5(HEX5),
                           .num4(HEX4),
                           .num3(HEX3),
                           .num2(HEX2),
                           .num1(HEX1),
                           .num0(HEX0),
                           .blank,
                           .dec_points,
                           .HEX7(segments7),
                           .HEX6(segments6),
                           .HEX5(segments5),
                           .HEX4(segments4),
                           .HEX3(segments3),
                           .HEX2(segments2),
                           .HEX1(segments1),
                           .HEX0(segments0)
                          );
  logic cycle_cnt_clr;
  logic index_cnt_en;
  logic [1:0] anode_index;
  logic [3:0] anode_index_onecold;
  logic [16:0] cycle_cnt;
  localparam CNT_LIMIT = 17'd100_000;
  assign cycle_cnt_clr = cycle_cnt == CNT_LIMIT;
  assign index_cnt_en = cycle_cnt_clr;
  SSDCounter #(17) cycle_cntr (
    .CLOCK_100,
    .reset,
    .clr(cycle_cnt_clr),
    .cnt(cycle_cnt),
    .en(1'b1)
    );
  SSDCounter #(2) index_cntr (
    .CLOCK_100,
    .reset,
    .clr(1'b0),
    .cnt(anode_index),
    .en(index_cnt_en)
    );
  OneColdDecoder #(4) anode_decode (
    .sel(anode_index),
    .out(anode_index_onecold)
    );
  always_comb begin
    D1_AN = anode_index_onecold;
    D2_AN = anode_index_onecold;
    case (anode_index)
      2'd0: begin
        D2_SEG = segments0;
        D1_SEG = segments4;
      end
      2'd1: begin
        D2_SEG = segments1;
        D1_SEG = segments5;
      end
      2'd2: begin
        D2_SEG = segments2;
        D1_SEG = segments6;
      end
      2'd3: begin
        D2_SEG = segments3;
        D1_SEG = segments7;
      end
    endcase
  end
endmodule : EightSevenSegmentDisplays
module OneColdDecoder #(
  parameter NUM_OUTPUTS = 4
  ) (
  input  logic [$clog2(NUM_OUTPUTS)-1:0] sel,
  output logic [NUM_OUTPUTS-1:0] out
  );
  always_comb begin
    out = {NUM_OUTPUTS{1'b1}};
    out[sel] = 1'b0;
  end
endmodule : OneColdDecoder
module SSDCounter #(
  parameter WIDTH = 8
  ) (
  input  logic CLOCK_100,
  input  logic reset,
  input  logic clr,
  input  logic en,
  output logic [WIDTH-1:0] cnt
  );
  always_ff @(posedge CLOCK_100, posedge reset) begin
    if (reset)
      cnt <= '0;
    else if (clr)
      cnt <= '0;
    else if (en)
      cnt <= cnt + 1'b1;
  end
endmodule : SSDCounter
module SevenSegmentDisplay
  (input logic [3:0] num7, num6, num5, num4, num3, num2, num1, num0,
   input logic [7:0] blank,
   input logic [7:0] dec_points,
   output logic [7:0] HEX7, HEX6, HEX5, HEX4, HEX3, HEX2, HEX1, HEX0);
   logic [6:0] seg7, seg6, seg5, seg4, seg3, seg2, seg1, seg0;
   HextoSevenSegment digit0(.hex(num0), .segment(seg0));
   HextoSevenSegment digit1(.hex(num1), .segment(seg1));
   HextoSevenSegment digit2(.hex(num2), .segment(seg2));
   HextoSevenSegment digit3(.hex(num3), .segment(seg3));
   HextoSevenSegment digit4(.hex(num4), .segment(seg4));
   HextoSevenSegment digit5(.hex(num5), .segment(seg5));
   HextoSevenSegment digit6(.hex(num6), .segment(seg6));
   HextoSevenSegment digit7(.hex(num7), .segment(seg7));
   assign HEX0 = (blank[0]) ? '1 : {~dec_points[0], seg0};
   assign HEX1 = (blank[1]) ? '1 : {~dec_points[1], seg1};
   assign HEX2 = (blank[2]) ? '1 : {~dec_points[2], seg2};
   assign HEX3 = (blank[3]) ? '1 : {~dec_points[3], seg3};
   assign HEX4 = (blank[4]) ? '1 : {~dec_points[4], seg4};
   assign HEX5 = (blank[5]) ? '1 : {~dec_points[5], seg5};
   assign HEX6 = (blank[6]) ? '1 : {~dec_points[6], seg6};
   assign HEX7 = (blank[7]) ? '1 : {~dec_points[7], seg7};
endmodule: SevenSegmentDisplay
module HextoSevenSegment
  (input  logic [3:0] hex,
   output logic [6:0] segment);
  always_comb
    unique case (hex)
      4'h0: segment = 7'b1000000;
      4'h1: segment = 7'b1111001;
      4'h2: segment = 7'b0100100;
      4'h3: segment = 7'b0110000;
      4'h4: segment = 7'b0011001;
      4'h5: segment = 7'b0010010;
      4'h6: segment = 7'b0000010;
      4'h7: segment = 7'b1111000;
      4'h8: segment = 7'b0000000;
      4'h9: segment = 7'b0011000;
      4'hA: segment = 7'b0001000;
      4'hB: segment = 7'b0000011;
      4'hC: segment = 7'b1000110;
      4'hD: segment = 7'b0100001;
      4'hE: segment = 7'b0000110;
      4'hF: segment = 7'b0001110;
    endcase
endmodule : HextoSevenSegment
module top (
  input  logic CLOCK_100,
  input  logic UART_rxd,
  output logic UART_txd,
  input  logic [3:0] BTN,
  input  logic [15:0] SW,
  output logic [3:0] D1_AN, D2_AN,
  output logic [7:0] D1_SEG, D2_SEG
);
  logic en;
  logic [7:0] rx_data;
  uart #(
    .BAUD_RATE   (115_200),
    .CLOCK_FREQ  (100_000_000),
    .DATA_BITS   (16)
  ) uart_inst (
    .clock (CLOCK_100),
    .reset (BTN[0]),
    .tx_data (SW[7:0]),
    .tx_send (BTN[1]),
    .tx_busy (),
    .rx_data (rx_data),
    .rx_valid (en),
    .rx (UART_rxd),
    .tx (UART_txd)
  );
  logic [3:0] HEX0, HEX1, HEX2, HEX3, HEX4,
              HEX5, HEX6, HEX7;
  logic [6:0] received_val;
  EightSevenSegmentDisplays sseg (
    .CLOCK_100,
    .reset(),
    .dec_points(8'b0),
    .blank(8'b0),
    .*
  );
  logic right;
  logic [6:0] left_val, right_val;
  assign {right, received_val} = rx_data;
  assign HEX0 = SW[7:0];  
  assign {HEX7, HEX6} = left_val;  
  assign {HEX5, HEX4} = right_val;
  always_ff @(posedge CLOCK_100 or posedge BTN[0]) begin
      if (BTN[0]) begin
        left_val <= '0;
        right_val <= '0;
      end else if (en) begin
        if (right)
          right_val <= received_val;
        else
          left_val <= received_val;
      end
  end
endmodule: top
module uart #(
    parameter BAUD_RATE   = 9600,
    parameter CLOCK_FREQ  = 50000000,
    parameter DATA_BITS   = 8
)
(   input  logic        clock,
    input  logic        reset,
    input  logic [DATA_BITS-1:0]  tx_data,
    input  logic        tx_send,
    output logic        tx_busy,
    output logic [DATA_BITS-1:0]  rx_data,
    output logic        rx_valid,
    input  logic        rx,      
    output logic        tx       
);
  uart_rx #(
    .BAUD_RATE   (BAUD_RATE),
    .CLOCK_FREQ  (CLOCK_FREQ),
    .DATA_BITS   (DATA_BITS)
  )
  rx_inst (.*);
  uart_tx #(
    .BAUD_RATE   (BAUD_RATE),
    .CLOCK_FREQ  (CLOCK_FREQ),
    .DATA_BITS   (DATA_BITS)
  ) 
  tx_inst (.*);
endmodule: uart
module uart_rx #(
    parameter BAUD_RATE = 9600,
    parameter CLOCK_FREQ = 50000000,
    parameter DATA_BITS = 8
)
(
    input  logic clock, reset,
    input  logic rx,
    output logic [DATA_BITS-1:0] rx_data,
    output logic rx_valid
);
localparam int BIT_CYCLES = CLOCK_FREQ / BAUD_RATE;  
localparam int HALF_BIT_CYCLES = BIT_CYCLES / 2;  
int clock_count;
int bit_count;
logic HALF_BIT, FULL_BIT;
assign FULL_BIT = (clock_count == BIT_CYCLES);
assign HALF_BIT = (clock_count == HALF_BIT_CYCLES);
logic RX_COMPLETE;
assign RX_COMPLETE = (bit_count == DATA_BITS-1);
typedef enum logic [1:0] {
    IDLE,
    START,
    DATA,
    STOP
} state_t;
state_t state;
always_ff @(posedge clock, posedge reset) begin
    rx_valid <= 0;  
    if (reset) begin
        state <= IDLE;
    end
    else begin
        case (state) 
            IDLE: begin
                clock_count <= 0;
                bit_count <= 0;
                if (rx == 1'b0) begin
                    state <= START;
                end
                else begin
                    state <= IDLE;
                end
            end
            START: begin
                if (HALF_BIT) begin
                    if (rx == 1'b0) begin
                        clock_count <= 0;
                        bit_count <= 0;
                        state <= DATA;
                    end
                    else begin
                        state <= IDLE;  
                    end
                end
                else begin
                    clock_count <= clock_count + 1;
                    state <= START;
                end
            end
            DATA: begin
                if (FULL_BIT) begin
                    clock_count <= 0;
                    rx_data[bit_count] <= rx;
                    if (RX_COMPLETE) begin
                        state <= STOP;
                    end
                    else begin
                        bit_count <= bit_count + 1;
                        state <= DATA;
                    end
                end
                else begin
                    clock_count <= clock_count + 1;
                    state <= DATA;
                end
            end
            STOP: begin
                if (FULL_BIT) begin
                    if (rx == 1'b1) begin
                        rx_valid <= 1;
                    end
                    state <= IDLE;
                end
                else begin
                    clock_count <= clock_count + 1;
                    state <= STOP;
                end
            end
        endcase
    end
end
endmodule: uart_rx
module uart_tx #(
    parameter int BAUD_RATE = 9600,
    parameter int CLOCK_FREQ = 50000000,
    parameter int DATA_BITS = 8
)
(
    input  logic clock, reset,
    input  logic [DATA_BITS-1:0] tx_data,
    input  logic tx_send,
    output logic tx_busy,
    output logic tx
);
    localparam int BIT_CYCLES = CLOCK_FREQ / BAUD_RATE;
    int clock_count, bit_count;
    logic FULL_BIT;
    assign FULL_BIT = (clock_count == BIT_CYCLES);
    logic TX_COMPLETE;
    assign TX_COMPLETE = (bit_count == DATA_BITS-1);
    logic [DATA_BITS-1:0] tx_shift_reg;
    assign tx_busy = (state != IDLE);
    typedef enum logic [1:0] {
        IDLE,
        START,
        DATA,
        STOP
    } state_t;
    state_t state;
    always_ff @(posedge clock, posedge reset) begin
        if (reset) begin
            clock_count <= 0;
            bit_count <= 0;
            tx_shift_reg <= '0;
            tx <= 1;
            state <= IDLE;
        end
        else begin
            case (state)
                IDLE: begin
                    clock_count <= 0;
                    bit_count <= 0;
                    tx <= 1;
                    if (tx_send) begin
                        tx_shift_reg <= tx_data;
                        state <= START;
                    end
                    else
                        state <= IDLE;
                end
                START: begin
                    tx <= 0;
                    if (FULL_BIT) begin
                        clock_count <= 0;
                        state <= DATA;
                    end
                    else begin
                        clock_count <= clock_count + 1;
                        state <= START;
                    end
                end
                DATA: begin
                    tx <= tx_shift_reg[0];
                    if (FULL_BIT) begin
                        tx_shift_reg <= {1'b0, tx_shift_reg[DATA_BITS-1:1]};
                        clock_count <= 0;
                        if (TX_COMPLETE) begin
                            state <= STOP;
                        end
                        else begin
                            bit_count <= bit_count + 1;
                            state <= DATA;
                        end
                    end
                    else begin
                        clock_count <= clock_count + 1;
                        state <= DATA;
                    end
                end
                STOP: begin
                    tx <= 1;
                    if (FULL_BIT) begin
                        state <= IDLE;
                    end
                    else begin
                        clock_count <= clock_count + 1;
                        state <= STOP;
                    end
                end
                default: state <= IDLE;
            endcase
        end
    end
endmodule: uart_tx
==> flow/run.sh <==
#!/bin/bash
# OpenROAD 26Q1-2900-gdf79404cd8, Yosys 0.63+post, stock flow scripts
make -C /OpenROAD-flow-scripts/flow DESIGN_CONFIG=/design/flow/config.mk WORK_HOME=/design/flow/orfs finish
==> flow/config.mk <==
export PLATFORM = sky130hd
export DESIGN_NAME = top
export DESIGN_NICKNAME = top
export VERILOG_FILES = /design/flow/design.v
export SDC_FILE = /design/flow/constraint.sdc
export NUM_CORES = 4
export LEC_CHECK = 1
export CORE_UTILIZATION = 30
==> flow/constraint.sdc <==
current_design top

set clk_period 10.4
set clk_io_pct 0.2

create_clock -name clk0 -period $clk_period [get_ports {CLOCK_100}]

set non_clock_inputs [all_inputs -no_clocks]
set_input_delay [expr $clk_period * $clk_io_pct] -clock clk0 $non_clock_inputs
set_output_delay [expr $clk_period * $clk_io_pct] -clock clk0 [all_outputs]
==> out/results.md <==
| Group | Quantity | Value |
|---|---|---|
| logic synthesis | Sequential element share of the synthesized area | 44.0% |
| detailed routing | Sum of routed wire length over all layers | 18300 um |
| finish | Share of the core filled with cells in the final layout | 34.2% |
| clocking | Num Clock Sinks | 155 |
| logic synthesis | Yosys-reported design area after synthesis | 9610 um^2 |
| global route | Remaining Overflow, GRT | 0 |
| timing | Number of max-slew violations in the final report | 0 |
| logic synthesis | Post-synthesis compound-gate area fraction | 7.43% |
| timing | Worst-margin pin slew | 0.900 ns |
| place | Number of cells in the design after placement | 1422 |
| clocking | Deepest clock path buffer count | 2 |
| place | Port Buffers | 26 |
| global route | All-Layer GR Usage | 11.9% |
| logic synthesis | Area fraction in and, or, nand and nor cells | 27.5% |
| global route | Largest net degree at the start of global routing | 49 |
| finish | Ratio of cells with drive above 1 in the final layout | 7.89% |
| detailed routing | Routed via count | 7099 |
| timing | Max Clock Skew | 0.0127 ns |
| clocking | Clock slew at the register clock pins of the worst setup and hold paths | 0.08 ns |
| floorplan | I/O Pins | 47 |
| finish | Dominant logic cell type in the layout | sky130_fd_sc_hd__nor2_1 |
| timing | Hold Violations, Final | 0 |
| logic synthesis | Most used flip-flop cell after synthesis | sky130_fd_sc_hd__dfrtp_1 |
| clocking | Post-cts hold buffer count | 0 |
| logic synthesis | Netlist cell types | 74 |
| clocking | Setup Buffers After CTS | 0 |
| finish | Dominant logic cell types in the final layout | sky130_fd_sc_hd__nor2_1 (144), sky130_fd_sc_hd__nand2_1 (92), sky130_fd_sc_hd__dfrtp_1 (83) |
| worst setup path | Maximum fanout along the worst path | 5 |
| logic synthesis | Biggest area consumer among synthesized cells | sky130_fd_sc_hd__dfrtp_1 |
| worst setup path | Crit Path Category | input pin to output port |
| clocking | H-Tree Level Count | 4 |
| place | HPWL after DPL | 12400 um |
| run | Log Warnings | 47 |
| logic synthesis | Synth logic family | simple AND/OR/NAND/NOR gates |
| logic synthesis | Synth Area in Adders | 2.34% |
| floorplan | Cell row count | 65 |
| floorplan | Core ar. | 31600 um^2 |
| clocking | Number of gates resized after CTS | 0 |
| timing | Final setup vio count | 0 |
| clocking | CTS tree | built |
| timing | Unrepaired setup endpoints after global routing | false |
| detailed routing | Remaining DRCs | 0 |
| worst setup path | Startpoint type of the worst setup path | input pin |
| pwr | Largest vdd supply drop | 0.108 mV |
| logic synthesis | Yosys synthesis warning count | 23 |
| finish | Area added between synthesis and finish | 12.1% |
| logic synthesis | Post-synth tally of flip-flops with integrated enable | 69 |
| logic synthesis | Number of cells in the yosys synthesis report | 1032 |
| logic synthesis | Share of the synthesized netlist area taken by xor and xnor gates | 11.2% |
| global route | Global-route wire length before repair | 32300 um |
| timing | Post-route setup TNS | 0 ns |
| place | Final Wtd Congestion | 0.833 |
| clocking | TritonCTS Buffers | 17 |
| detailed routing | Via-to-Cell Ratio | 4.88 |
| detailed routing | WL met1 | 9600 um |
| detailed routing | Highest Signal Layer | met5 |
| timing | Post-layout period usage | 59.7% |
| floorplan | Die X | 181 um |
| worst setup path | Type of destination of the critical path | output port |
| place | Place WS | 4.20 ns |
| logic synthesis | Cell types with the largest area share after synthesis | sky130_fd_sc_hd__dfrtp_1 (22%), sky130_fd_sc_hd__edfxtp_1 (22%), sky130_fd_sc_hd__xor2_1 (6.7%), sky130_fd_sc_hd__nor2_1 (5.7%), sky130_fd_sc_hd__xnor2_1 (4.6%) |
| worst setup path | Data arrival, critical path | 4.13 ns |
| detailed routing | Length of the first detailed-routing pass in iterations | 5 |
| detailed routing | WL met2 | 8030 um |
| logic synthesis | Post-synthesis sequential element count | 155 |
| detailed routing | Initial drt markers | 372 |
| global route | Initial antenna violation count | 1 |
| logic synthesis | Per-instance average area after synthesis | 9.32 um^2 |
| floorplan | Die outline height | 181 um |
| global route | Via count of the first global-routing pass | 6643 |
| timing | Rel. slew slack | 39.6% |
| floorplan | Fp_density | 30.5% |
| logic synthesis | Multiplexer fraction of the synthesized cell area | 2.97% |
| timing | Achievable Freq | 161 MHz |
| detailed routing | Routed Antenna Nets | 0 |
| min path | HP Class | flop to flop |
| detailed routing | Mean routed wirelength per cell | 12.6 um |
| logic synthesis | Top cell type's share of synthesized area | 21.6% |
| clocking | CTS Root Buffer Type | sky130_fd_sc_hd__clkbuf_16 |
| timing | Final min period | 6.21 ns |
| worst setup path | Data required time at the worst endpoint | 8.32 ns |
| status | Status | completed |
| logic synthesis | Post-Synthesis Cell Area | 9610 um^2 |
| run | Number of violations of the max-capacitance limit | 0 |
| clocking | Insertion Delay late pin | 0.42 ns |
| detailed routing | Number of diodes | 0 |
| finish | Final standard cell count with taps included and fillers excluded | 1454 |
| floorplan | Area enclosed by the die boundary | 32800 um^2 |
| detailed routing | Detailed route wirelength on metal3 | 515 um |
| logic synthesis | Post-synthesis async set-or-reset flop share | 55.5% |
| pwr | Leakage power summed over all cells | 0.00403 uW |
| timing | Setup WS post-layout | 4.19 ns |
| logic synthesis | Count of mapped cells out of synthesis | 1032 |
| pwr | PwrDens | 123 nW/um^2 |
-- worst paths after layout --
path                                                         from  slack, ns                           endpoint  cells after the start
worst max register to register     uart_inst.rx_inst.bit_count[0]       6.45       uart_inst.rx_inst.rx_data[3]                     11
max in group asynchronous                                  BTN[0]       7.22  uart_inst.tx_inst.clock_count[29]                      3
worst min register to register  uart_inst.tx_inst.tx_shift_reg[3]       0.48  uart_inst.tx_inst.tx_shift_reg[3]                      2
min in group asynchronous                                  BTN[0]       2.08    uart_inst.tx_inst.bit_count[21]                      2
worst max-delay path                                        SW[1]       4.19                          D2_SEG[0]                      7
worst min-delay path            uart_inst.tx_inst.tx_shift_reg[3]       0.48  uart_inst.tx_inst.tx_shift_reg[3]                      2
-- routing by layer --
metal  track usage (%)  up-vias
met1              18.7     3370
met4              1.05        2
met5                 0        -
met2              18.3       94
li1                  -     3623
met3              1.97       10
-- Yosys cell counts, drive strengths merged (3+ instances only) --
cell type / n
and4: 12
o21ai: 50
nand3: 60
mux2: 12
o22ai: 5
clkbuf: 31
buf: 26
a21oi: 16
nand2b: 5
and2: 31
nand4b: 3
edfxtp: 69
a21boi: 5
a32o: 4
a31oi: 3
a22o: 6
nor2b: 11
nor4b: 5
dfrtp: 83
mux2i: 15
nand4: 36
xnor2: 50
a22oi: 3
xor2: 73
nor4: 26
nor3: 29
dfstp: 3
o211ai: 3
ha: 18
and3: 26
nor2: 147
o21a: 4
or4: 4
inv: 29
or3: 10
nand3b: 4
nand2: 93
-- final cells by class --
| type | instances | area (um^2) |
|---|---|---|
| Multi-Input combinational cell | 799 | 5000 |
| Timing Repair Buffer | 37 | 343 |
| Inverter | 29 | 110 |
| Clock inverter | 15 | 171 |
| Fill cell | 3131 | 20800 |
| Clock buffer | 17 | 425 |
| Sequential cell | 155 | 4230 |
| Tap cell | 402 | 503 |
-- report_power, final --
group | switching, uW | internal (uW) | leakage [uW]
Sequential | 11.6 | 653 | 0.00168
Combinational | 25.0 | 21.5 | 0.00205
Clock | 290 | 325 | 0.000294
Total | 327 | 999 | 0.00403
-- metrics by stage --
| stage | instance area, um^2 | hold WS (ns) | power (uW) |
|---|---|---|---|
| after detailed placement | 10200 | 0.471 | 723 |
| after floorplan | 9640 | 0.450 | 707 |
| after CTS | 10800 | 0.487 | 1350 |
| after global placement | 10200 | 0.466 | 723 |
| after global routing | 10800 | 0.500 | 1380 |
| final | 10800 | 0.483 | 1330 |
-- worst max-delay path, cell delays in order --
cell,delay [ns]
sky130_fd_sc_hd__clkdlybuf4s50_1,0.49
sky130_fd_sc_hd__inv_1,0.17
sky130_fd_sc_hd__ha_1,0.25
sky130_fd_sc_hd__nor2_1,0.08
sky130_fd_sc_hd__or3b_2,0.47
sky130_fd_sc_hd__o21ai_0,0.09
sky130_fd_sc_hd__clkdlybuf4s50_1,0.49
-- kinds of logic after synthesis --
group / Yosys count
AND-OR/OR-AND: 112
buffers and inverters: 86
multiplexers: 27
adder cells (fa/ha/maj): 18
other: 2
AND/OR/NAND/NOR: 509
XOR/XNOR: 123
flip-flops: 155
No activity file was given, so power comes from the tool's default toggle rates.
